## /design/flow/run.sh

```bash
#!/bin/bash
# OpenROAD 26Q1-2900-gdf79404cd8, Yosys 0.63+post, stock flow scripts
make -C /OpenROAD-flow-scripts/flow DESIGN_CONFIG=/design/flow/config.mk WORK_HOME=/design/flow/orfs finish
```

## /design/flow/config.mk

```make
export PLATFORM = sky130hd
export DESIGN_NAME = SPI_Master
export DESIGN_NICKNAME = SPI_Master
export VERILOG_FILES = /design/flow/design.v
export SDC_FILE = /design/flow/constraint.sdc
export NUM_CORES = 4
export LEC_CHECK = 1
export CORE_AREA = 10 10 111 111
export DIE_AREA = 0 0 121 121
```

## /design/flow/constraint.sdc

```tcl
current_design SPI_Master

set clk_period 2.8
set clk_io_pct 0.2

create_clock -name clk0 -period $clk_period [get_ports {i_Clk}]

set non_clock_inputs [all_inputs -no_clocks]
set_input_delay [expr $clk_period * $clk_io_pct] -clock clk0 $non_clock_inputs
set_output_delay [expr $clk_period * $clk_io_pct] -clock clk0 [all_outputs]
```

## /design/flow/design.v

```verilog
module SPI_Master #(
  parameter SPI_MODE = 0,
  parameter CLKS_PER_HALF_BIT = 2
)(
  input  wire        i_Clk,
  input  wire        i_Rst_L,
  input  wire [7:0]  i_TX_Byte,
  input  wire        i_TX_DV,
  output reg         o_TX_Ready,
  output reg  [7:0]  o_RX_Byte,
  output reg         o_RX_DV,
  output reg         o_SPI_Clk,
  output reg         o_SPI_MOSI,
  input  wire        i_SPI_MISO,
  input  wire        i_frame_start,
  input  wire        i_frame_end
);
  wire w_CPOL = (SPI_MODE == 2) || (SPI_MODE == 3);
  wire w_CPHA = (SPI_MODE == 1) || (SPI_MODE == 3);
  reg [$clog2(CLKS_PER_HALF_BIT*2)-1:0] r_ClkCnt;
  reg [4:0]  r_EdgeCnt;
  reg        r_ClkInt;
  reg        r_Leading_Edge, r_Trailing_Edge;
  reg        r_Active;
  always @(posedge i_Clk or negedge i_Rst_L) begin
    if (!i_Rst_L) begin
      r_ClkCnt <= 0;
      r_EdgeCnt <= 0;
      r_ClkInt <= w_CPOL;
      r_Active <= 0;
      o_TX_Ready <= 1;
      r_Leading_Edge <= 0;
      r_Trailing_Edge <= 0;
    end else begin
      r_Leading_Edge <= 0;
      r_Trailing_Edge <= 0;
      if (i_TX_DV && o_TX_Ready) begin
        r_Active <= 1;
        r_EdgeCnt <= 16;
        r_ClkCnt <= 0;
        o_TX_Ready <= 0;
      end else if (r_Active) begin
        if (r_ClkCnt == CLKS_PER_HALF_BIT-1) begin
          r_ClkCnt <= r_ClkCnt + 1;
          r_Leading_Edge <= 1;
          r_ClkInt <= ~r_ClkInt;
          r_EdgeCnt <= r_EdgeCnt - 1;
        end else if (r_ClkCnt == CLKS_PER_HALF_BIT*2-1) begin
          r_ClkCnt <= 0;
          r_Trailing_Edge <= 1;
          r_ClkInt <= ~r_ClkInt;
          r_EdgeCnt <= r_EdgeCnt - 1;
        end else begin
          r_ClkCnt <= r_ClkCnt + 1;
        end
        if (r_EdgeCnt == 0) begin
          r_Active <= 0;
          o_TX_Ready <= 1;
        end
      end
    end
  end
  always @(posedge i_Clk or negedge i_Rst_L)
    if (!i_Rst_L) o_SPI_Clk <= w_CPOL;
    else          o_SPI_Clk <= r_ClkInt;
  reg [7:0] r_TX_Shift;
  reg [2:0] r_TX_Bit;
  always @(posedge i_Clk or negedge i_Rst_L) begin
    if (!i_Rst_L) begin
      o_SPI_MOSI <= 0;
      r_TX_Bit <= 7;
    end else begin
      if (i_frame_start) begin
        r_TX_Shift <= i_TX_Byte;
        r_TX_Bit <= 7;
      end else if (r_Active &&
        ((r_Leading_Edge & w_CPHA) || (r_Trailing_Edge & ~w_CPHA))) begin
        o_SPI_MOSI <= r_TX_Shift[r_TX_Bit];
        r_TX_Bit <= r_TX_Bit - 1;
      end
    end
  end
  reg [2:0] r_RX_Bit;
  reg       r_Sample_Enable;
  always @(posedge i_Clk or negedge i_Rst_L) begin
    if (!i_Rst_L) begin
      o_RX_Byte <= 0;
      o_RX_DV <= 0;
      r_RX_Bit <= 7;
      r_Sample_Enable <= 0;
    end else begin
      o_RX_DV <= 0;
      if (i_frame_start) begin
        r_RX_Bit <= 7;
        r_Sample_Enable <= 0;
      end else if (r_Leading_Edge) begin
        r_Sample_Enable <= 1;
      end else if (r_Active && r_Sample_Enable &&
        ((r_Leading_Edge & ~w_CPHA) || (r_Trailing_Edge & w_CPHA))) begin
        o_RX_Byte[r_RX_Bit] <= i_SPI_MISO;
        r_RX_Bit <= r_RX_Bit - 1;
        if (r_RX_Bit == 0)
          o_RX_DV <= 1;
      end
    end
  end
endmodule
```

==> flow_summary.ini <==
; generated from flow reports
[run_status]
status = completed

[grt]
grt-ovfl-total = 0
grt_pass1_wl_mm = 3.719
grt_pass1_vias = 821
number_of_antenna_violations_at_the_first_check_in_global_routing = 0
grt_max_degree = 26
overall_fraction_of_global_route_tracks_in_use_pct = 2.991

[hold_path]
hp-start = o_RX_Byte[1]$_DFFE_PN0P_
timing.hold.worst_endpoint = o_RX_Byte[1]$_DFFE_PN0P_
min_delay_path_depth = 0
timing.hold.worst.class = flop to flop

[synthesis]
yosys_warnings = 1
synth-edff-count = 8
area_leaders = dfrtp_1 (39%), edfxtp_1 (18%), dfstp_2 (7.9%)
yosys_stat_area_um2 = 1338
synthArstFlopShare_pct = 75.76
synth_stat.cells = 105
synth_area_per_cell_um2 = 12.74
synthCells = 105
netlist_area_um2 = 1338
postSynth.topFlopCell = dfrtp_1
postSynthRegisterBits = 33
top_area_share_pct = 39.29
synth.lib_cells_used.distinct = 31
cell_type_with_the_highest_aggregate_area_in_the_netlist = dfrtp_1
post-synth-top-count-cell = dfrtp_1
netlist_top_cells_count = dfrtp_1 (21), clkbuf_1 (10), edfxtp_1 (8), inv_1 (6)
synth_sequential_area_ratio_pct = 65.11

[die]
die_x_um = 121
die.size.y_um = 121
design.die.area_um2 = 14640
ioPinCount = 26
floorplan.core_util_pct = 13.56
fp-row-count = 36
core_area_um2 = 9864

[pwr]
internal-power_mw = 1.068
power.density_cell_area_nw_per_um2 = 802.6
p_switching_mw = 0.3893
power.combinational.fraction_pct = 22.3
pwr-share-clk_pct = 30.7
max-vdd-ir-drop_uv = 233.1
finalPower_mw = 1.457
seq_power_share_pct = 47.0
cellLeakagePower_nw = 0.7585
swShare_pct = 26.72

[route]
route.antenna.remaining_nets = 0
antenna-diode-count = 0
drc = 0
num_vias = 759
drt_first_iter_violations = 26
route.detailed.wl_per_inst_um = 8.519
routed_wl_mm = 2.198
drt_pass1_iterations = 3
viasPerCell = 2.942

[layout]
layout-drive-gt1-share_pct = 13.60
post-route-util_pct = 18.40
flop_area_um2 = 870.8
layout.area.comb_um2 = 394.1
post-route-cell-area_um2 = 1815
final.fill_count = 1041
synthToLayoutAreaGrowth_pct = 35.73

[critical_path]
endpoint_kind = primary output
critPathMaxFanout = 5
reg2reg_slack_ps = 1140
worst_setup_path_startpoint = o_TX_Ready$_DFFE_PN1P_
max_stage_delay_ps = 560
timing.critical_path.cells = clkdlybuf4s50_1
arrival_time_of_data_at_the_critical_path_endpoint_ps = 1310
crit-reg2reg-launch = r_EdgeCnt[0]$_DFFE_PN0P_
timing.reg2reg.worst_path_depth = 5
worst_ep_required_time_ps = 2240
reg2reg_to = o_TX_Ready$_DFFE_PN1P_
critical_path.n_buffers_inverters = 1
cp_top_family = flip-flops
crit_slowest_cell = dfstp_2
critical_path_class = flop to primary output
crit_path_start_kind = flop

[cts]
clk_transition_reported_paths_ps = 70
hold_buffers = 0
cts_inserted_buffers = 5
tritoncts = yes
post_cts_buffers = 0
cts_sinks = 33
post_cts_resized = 0
cts_root_buffer = clkbuf_8
clock_path_buffers = 2
clk-insertion-delay-late_ps = 280
cts_h_tree_depth = 2

[timing]
finClkSkew_ps = 2.505
timing_hold_violations_final = 0
clock.fmax_mhz = 536.2
finalSetupViolations = 0
finalCriticalPeriod_ps = 1865
relative_slew_slack_pct = 66.74
rsz0062_at_grt = no
totalNegativeSetupSlack_ps = 0
report.final.slew_viol_count = 0
timing_worst_slew_pin_value_ps = 495.6
final_min_period_over_clock_period_pct = 66.61

[place]
place.port_buffers = 23
gp_congestion = 0.7301
place_area_um2 = 1692
hpwlAfterDp_mm = 1.609

[flow_run]
log.warning_count = 29
drv_cap = 0
==> state kept, by name, indices dropped and copies added (netlist names) <==
name / flops
o_SPI_MOSI: 1
o_TX_Ready: 1
r_TX_Bit: 3
o_RX_Byte: 8
o_RX_DV: 1
r_Trailing_Edge: 1
r_ClkCnt: 2
r_Active: 1
r_EdgeCnt: 5
o_SPI_Clk: 1
r_TX_Shift: 8
r_ClkInt: 1
==> layer usage <==
layer / track usage [%] / vias to the layer above / wire length, um
li1: - / 379 / -
met1: 3.752 / 354 / 971
met2: 4.830 / 21 / 967
met3: 0.9447 / 5 / 191
met4: 0.9050 / 0 / 69
met5: 0 / - / 0
==> power by group through the flow <==
stage	Combinational [mW]	Clock [mW]	Sequential, mW
4_1_cts	0.333	0.464	0.687
6_report	0.325	0.447	0.685
5_1_grt	0.383	0.483	0.702
==> area by class of cell <==
| class | instances | share of cell area (%) |
|---|---|---|
| inverter | 6 | 1.241 |
| tap | 133 | 9.166 |
| sequential | 33 | 47.97 |
| timing repair buffer | 24 | 13.09 |
| multi-input combinational | 54 | 21.71 |
| clock buffer | 7 | 6.547 |
| clock inverter | 1 | 0.2757 |
==> through the flow <==
stage	hold WS, ps	worst slack, ps	instances
detailed placement	364.5	947.5	250
finish	374.8	934.9	258
global route	386.5	881.9	258
global placement	363.7	978.4	250
CTS	380.8	912.9	258
floorplan	264.4	1246	105
==> cells by family after synthesis <==
| logic type | Yosys count | share of synthesized area, % |
|---|---|---|
| buf+inv | 18 | 5.426 |
| simple gates | 25 | 10.57 |
| mux | 6 | 5.519 |
| flops | 33 | 65.11 |
| other cells | 1 | 0.2804 |
| compound gates | 12 | 5.145 |
| fa+ha+maj | 5 | 4.677 |
| xor+xnor | 5 | 3.275 |
==> cell usage in the layout, fill, tap and decap left out, types with 2 or more instances in the layout <==
cell type	synthesis	routed
nand3_1	2	2
a21oi_1	3	3
o21ai_1	2	2
edfxtp_1	8	8
mux2i_1	4	4
nand2_1	4	4
nand2b_1	4	4
o21ai_0	4	4
or3_1	3	3
xnor2_1	2	2
clkbuf_16	0	2
xor2_1	3	3
inv_1	6	6
dfstp_2	4	4
clkbuf_8	0	5
nor2_1	5	5
ha_1	5	5
dfrtp_1	21	21
and2_1	2	2
clkdlybuf4s50_1	0	23
==> worst max-delay path by stage <==
stage	endpoint	slack, ps	cells after the start
after CTS	o_TX_Ready	910	1
after global routing	o_TX_Ready	880	1
final	o_TX_Ready	930	1
Power figures rest on the tool's default switching activity, not on a simulated workload.
